===== ./run.sh =====
#!/bin/bash
# OpenROAD 26Q1-2900-gdf79404cd8, Yosys 0.63+post, stock flow scripts
make -C /OpenROAD-flow-scripts/flow DESIGN_CONFIG=/design/flow/config.mk WORK_HOME=/design/flow/orfs finish

===== ./config.mk =====
export PLATFORM = sky130hd
export DESIGN_NAME = Memory_Adress_Register
export DESIGN_NICKNAME = Memory_Adress_Register
export VERILOG_FILES = /design/flow/design.v
export SDC_FILE = /design/flow/constraint.sdc
export NUM_CORES = 4
export LEC_CHECK = 1
export CORE_AREA = 10 10 70 70
export DIE_AREA = 0 0 80 80

===== ./constraint.sdc =====
current_design Memory_Adress_Register

set clk_period 1.1
set clk_io_pct 0.2

create_clock -name clk0 -period $clk_period [get_ports {clk}]

set non_clock_inputs [all_inputs -no_clocks]
set_input_delay [expr $clk_period * $clk_io_pct] -clock clk0 $non_clock_inputs
set_output_delay [expr $clk_period * $clk_io_pct] -clock clk0 [all_outputs]

===== ./design.v =====
module Memory_Adress_Register #(parameter MAR_register_size = 10)(
input logic clk, reset,
input logic MAR_read,  
output logic[MAR_register_size-1:0] MAR_register,
inout tri[31:0] bus
    );
    always_ff @(posedge clk or posedge reset) begin
        if (reset) begin
            MAR_register <= 0;
        end else begin
            if (MAR_read)
                MAR_register <= bus;
        end    
    end
endmodule

==> results_dict.tcl <==
# collected from the flow reports
set metrics [dict create \
    ctsHoldBuffers 0 \
    die_w_um 80 \
    placed_area_um2 602 \
    port_buffers 12 \
    synthCells 22 \
    syn_area_per_cell_um2 18.9 \
    cts_made_buffers 3 \
    cts_max_level 1 \
    io_pins 45 \
    status "aborted with a tool error" \
    ys_cells 22 \
    die_h_um 80 \
    haltStage "global routing" \
    ys_warn_count 1 \
    grt_max_degree 11 \
    synth_area_um2 415 \
    fp-row-count 21 \
    yosysSeqAreaShare_pct 60.2 \
    place_congestion 0.641 \
    fp_util_pct 12.2 \
    tool.error "[ERROR RSZ-0074] Failed to build tree from global routes for pin 'bus[9]' and net 'bus[9]' at grid (44850, 72450): found route to 2 pins, expected 1" \
    clk_path_buf_depth 2 \
    clock_sinks 10 \
    yosys_area_um2 415 \
    synth_cell_types 4 \
    cts_root_buf "clkbuf_4" \
    place_worst_setup_slack_ns -0.217 \
    untimed_endpoints 32 \
    ys.flops 10 \
]
-- cell usage after synthesis (all sizes together) --
| library cell | count | area (um2) |
|---|---|---|
| dfrtp | 10 | 250 |
| buf | 1 | 11.3 |
| mux2 | 10 | 150 |
| inv | 1 | 3.75 |
-- kinds of logic after synthesis --
family   Yosys count  share of synthesized area [%]
mux               10                           36.1
buf+inv            2                           3.61
flops             10                           60.2
-- per-stage QoR --
| stage | power, mW | hold slack, ns | cells | utilization (%) |
|---|---|---|---|---|
| 2_1_floorplan | 0.495 | 0.0602 | 22 | - |
| 3_5_place_dp | 0.597 | 0.370 | 80 | 17.6 |
| 3_3_place_gp | 0.596 | 0.369 | 80 | 17.6 |
| 4_1_cts | 0.862 | 0.0918 | 87 | 19.2 |
-- what timing repair did --
action | CTS
setup buffers | 4
resized | 20
pin swaps | 0
endpoints found under the setup margin | 10
Power is estimated from default activity; no workload was simulated.
